==> design.v <==
module alu32(alu_out, a, b, zout, alu_control, shamt);
output reg [31:0] alu_out;
input [31:0] a,b;
input [5:0] shamt;
input [2:0] alu_control;
output zout;
reg zout;
always @(a or b or alu_control)
begin
	case(alu_control)
	3'b000: alu_out = a & b;  
	3'b001: alu_out = a | b;  
	3'b010: alu_out = a + b;  
	3'b011: alu_out = ~(a | b);  
	3'b100: alu_out = b << shamt;  
	3'b101: alu_out = b >> shamt;  
	3'b110: alu_out = a-b;  
	default: alu_out=31'bx;
	endcase
zout=~(|alu_out);
end
endmodule
==> run.sh <==
#!/bin/bash
# OpenROAD 26Q1-2900-gdf79404cd8, Yosys 0.63+post, stock flow scripts
make -C /OpenROAD-flow-scripts/flow DESIGN_CONFIG=/design/flow/config.mk WORK_HOME=/design/flow/orfs finish
==> config.mk <==
export PLATFORM = sky130hd
export DESIGN_NAME = alu32
export DESIGN_NICKNAME = alu32
export VERILOG_FILES = /design/flow/design.v
export SDC_FILE = /design/flow/constraint.sdc
export NUM_CORES = 4
export LEC_CHECK = 1
export CORE_UTILIZATION = 50
==> constraint.sdc <==
current_design alu32

set clk_period 34.2
set clk_io_pct 0.2

create_clock -name clk0 -period $clk_period

set non_clock_inputs [all_inputs -no_clocks]
set_input_delay [expr $clk_period * $clk_io_pct] -clock clk0 $non_clock_inputs
set_output_delay [expr $clk_period * $clk_io_pct] -clock clk0 [all_outputs]
==> ci_impl_report.md <==
### Metrics collected by this job

| Metric | Value |
|---|---|
| Remaining antenna violation count after routing | `0` |
| Worst VDD drop | `0.00001314 V` |
| WHS Path Cells | `5` |
| Fin Setup TNS | `0 ns` |
| Startpoint types | `primary input` |
| Slew at the pin closest to its max-slew limit | `0.9324 ns` |
| Clock Power Share | `0%` |
| Port buffer count | `106` |
| Total wire length | `34.81 mm` |
| P_leak | `3.421 nW` |
| Total area of sequential cells | `0 um2` |
| Max-Cap Viols | `0` |
| Seq pwr share | `0%` |
| Yosys Chip Area | `8280 um2` |
| Tool warnings | `35` |
| Final setup viols | `0` |
| Fp_density | `51.75%` |
| Crit Path Max Fanout | `17` |
| Pwr dens | `18.74 nW/um2` |
| HPWL Detailed | `26.50 mm` |
| Final RePlAce weighted congestion | `1.070` |
| Worst setup EP type | `primary output` |
| All-Layer GR Usage | `41.83%` |
| Initial DRC Count | `1,255` |
| Final Hold Fails | `0` |
| Seq cells | `0` |
| WHS Endpoint | `alu_out[12]` |
| Hold Crit Class | `in2out` |
| Fin crit share | `58.41%` |
| Layout cells sized above 1 | `11.20%` |
| CTS hold repair buffers | `0` |
| First-pass GRT wire length | `52.75 mm` |
| Minimum clock period | `19.98 ns` |
| WP data required | `27.36 ns` |
| Cts repair resizes | `0` |
| Diodes inserted | `0` |
| Number of remaining DRC errors | `0` |
| Crit-path slowest cell | `clkdlybuf4s50_1` |
| Die Height | `130.7 um` |
| Yosys top cell by area | `mux4_2` |
| Worst hold slack | `14.59 ns` |
| Avg Inst Size Synth | `6.810 um2` |
| Status | `finished, final reports clean` |
| Initial antenna violation count | `0` |
| Die area | `17,080 um2` |
| Largest cells by area | `mux4_2, a21oi_1, mux2i_1, nand2_1, nor2_1` |
| Max-slew violations | `0` |
| # Post-CTS Setup Buffers | `0` |
| P_sw | `0.00009957 W` |
| Number of global-route vias before repair | `9,026` |
| Hold Path Origin | `alu_control[0]` |
| Combinational share of power | `100.0%` |
| Area share, top type | `10.88%` |
| Synthesis-to-layout area growth | `10.50%` |
| Sw Share | `58.06%` |
| Fmax | `50.06 MHz` |
| IO Pins | `106` |
| Via density | `7.007` |
| Internal power | `0.00007193 W` |
| Routed WL per cell | `24.19 um` |
| Number of clock buffers in the layout | `0` |
| CP peak stage delay | `0.75 ns` |
| Row count | `46` |
| RSZ-0062 raised after global routing | `no` |
| Post-Synthesis Cells | `1,216` |
| Sequential share of the synthesized area | `0%` |
| Final Util | `57.19%` |
| Pin count of the biggest net entering global routing | `72` |
| Drt pass-1 iters | `6` |
| Ys cells | `1,216` |
| CP Class | `in2out` |
| Cell Type Count | `89` |
| Die width | `130.7 um` |
| Synth warn | `1` |
| Crit path DAT | `13.14 ns` |
| Slew HR | `36.23%` |
| GRT Residual Overflow | `0` |
| Fillers | `1,622` |
| CORE AREA | `16,000 um2` |
| Via count | `10,080` |
| Post-Syn Area | `8280 um2` |
| CP cell instances | `clkdlybuf4s50_1 > or4_1 > or3_1 > nor4_2 > nor2b_1 > a21oi_1 > xnor2_1 > ha_1 > nand4_1 > or3_1 > o21ai_1 > o311a_1 > nand2_1 > nor4_1 > nand4_1 > nor3_2 > clkdlybuf4s50_1` |
## worst max-delay path: cells and delay by family
kind / cells / cell delay, ns
buf+inv: 2 / 1.22
fa+ha+maj: 1 / 0.47
simple gates: 10 / 3.71
compound gates: 3 / 0.73
xor+xnor: 1 / 0.16
## synth_stat cells, types with 7 or more instances
cell type and instances:
a211oi_1 17, a21o_1 10, a21oi_1 121, a221o_1 7
a31oi_1 18, and2_1 10, buf_2 25, buf_6 16
clkbuf_1 73, ha_1 34, inv_1 26, mux2_2 34
mux2i_1 56, mux4_2 40, nand2_1 143, nand2b_1 15
nand3_1 21, nand4_1 10, nor2_1 132, nor2b_1 12
nor3_1 47, nor4_1 9, o211ai_1 10, o21a_1 10
o21ai_0 75, o21ai_1 7, o22ai_1 20, or2_2 7
or3_1 11, xnor2_1 27, xor2_1 16
## through the flow
stage                     instances  worst slack [ns]  area [um2]   power, W
after floorplan                1216             16.39        8280  0.0001105
after global placement         1439             14.37        9150  0.0001669
after detailed placement       1439             14.37        9150  0.0001658
after CTS                      1439             14.32        9150  0.0001667
after global routing           1439             13.80        9150  0.0001837
final                          1439             14.22        9150  0.0001715
## power by group through the flow
stage	Combinational [W]	Sequential (W)	Clock, W
4_1_cts	0.000167	0	0
5_1_grt	0.000184	0	0
6_report	0.000172	0	0
## routing by layer
| layer | vias up | GRT usage (%) | part of all wire (%) |
|---|---|---|---|
| met1 | 4648 | 56.59 | 40 |
| met2 | 711 | 65.27 | 44 |
| met3 | 116 | 11.94 | 12 |
| li1 | 4608 | - | - |
| met4 | 0 | 12.71 | 3.8 |
| met5 | - | 0 | 0 |
## cell type report
type / instances / area [um2] / area share (%)
tap: 216 / 270.3 / 2.954
multi-input combinational: 1064 / 7546 / 82.47
inverter: 28 / 105.1 / 1.149
timing repair buffer: 131 / 1229 / 13.43
## logic make-up after synthesis
kind of cell	Yosys count	share of synthesized area (%)
AND/OR/NAND/NOR	446	25.07
AND-OR/OR-AND	401	31.85
buffers and inverters	152	8.900
multiplexers	139	24.25
XOR/XNOR	43	4.548
adder cells (fa/ha/maj)	35	5.379
## how the worst max path moves through the flow
| stage | from | end | slack [ns] | depth (start not counted) |
|---|---|---|---|---|
| finish | b[8] | zout | 14.22 | 17 |
| global route | b[8] | zout | 13.80 | 20 |
| CTS | b[8] | zout | 14.32 | 17 |
## layout by cell type (no fill, tap or decap), drive strengths merged, types with 7 or more instances in the layout
cell type / n
a21o: 10
nor2b: 12
a221o: 7
or2: 9
xor2: 16
o21ai: 83
a221oi: 7
nand2b: 15
nor4: 11
ha: 34
nand2: 143
o21a: 10
nand4: 10
and2: 11
nor2: 132
nor3: 50
o22ai: 20
xnor2: 27
a31oi: 18
a211oi: 19
mux2i: 57
inv: 28
clkdlybuf4s50: 101
nand3: 21
mux2: 39
mux4: 43
or3: 11
buf: 30
o211ai: 12
a21oi: 122
Power and IR drop assume default switching activity.
