File: design/flow/run.sh
#!/bin/bash
# OpenROAD 26Q1-2900-gdf79404cd8, Yosys 0.63+post, stock flow scripts
make -C /OpenROAD-flow-scripts/flow DESIGN_CONFIG=/design/flow/config.mk WORK_HOME=/design/flow/orfs finish
File: design/flow/config.mk
export PLATFORM = sky130hd
export DESIGN_NAME = adder
export DESIGN_NICKNAME = adder
export VERILOG_FILES = /design/flow/design.v
export SDC_FILE = /design/flow/constraint.sdc
export NUM_CORES = 4
export LEC_CHECK = 1
export CORE_AREA = 10 10 94 94
export DIE_AREA = 0 0 104 104
File: design/flow/constraint.sdc
current_design adder

set clk_period 14.5
set clk_io_pct 0.2

create_clock -name clk0 -period $clk_period

set non_clock_inputs [all_inputs -no_clocks]
set_input_delay [expr $clk_period * $clk_io_pct] -clock clk0 $non_clock_inputs
set_output_delay [expr $clk_period * $clk_io_pct] -clock clk0 [all_outputs]
File: design/flow/design.v
module adder(a,b,out);
input [31:0]  a,b;
output [31:0] out;
assign out = a + b;
endmodule
==> flow_summary.json <==
{
  "status": "finished clean",
  "drv_cap": 0,
  "drive_gt1_share_pct": 3.067,
  "yosysSeqAreaShare_pct": 0,
  "grt_pass1_vias": 2044,
  "fmax_mhz": 113.9,
  "drc": 0,
  "critPathArrivalTime_ns": 5.88,
  "p_leak_uw": 0.001176,
  "ant_nets": 0,
  "synth_cells": 241,
  "peakVddDrop_uv": 22.48,
  "insertedDiodeCount": 0,
  "cp_max_fo": 4,
  "place.gp.congestion": 0.8188,
  "min_period_over_period_pct": 60.54,
  "worstMarginPinSlew_ns": 0.5371,
  "period_needed_ns": 8.778,
  "antenna_found_initial": 0,
  "setup_viol": 0,
  "grt_max_degree": 11,
  "yosys.area.top_type": "ha_1",
  "syn_area_sq_um": 1744,
  "slew_viol_final": 0,
  "core_area_sq_um": 6832,
  "grt_pass1_wl_microns": 9701,
  "path_cells": "clkdlybuf4s50_1 -> ha_1 -> fa_1 -> a21o_1 -> a31o_2 -> nand3_1 -> o221ai_1 -> a311oi_1 -> o21bai_1 -> xor2_1 -> clkdlybuf4s50_1",
  "cp.required_ns": 11.60,
  "rsz0062_at_grt": "false",
  "vias": 2070,
  "dpl_cell_area_sq_um": 2781,
  "port_buffers": 96,
  "crit_top_cell": "clkdlybuf4s50_1",
  "dp_hpwl_microns": 5180,
  "chip_area_sq_um": 10820,
  "postCtsSetupRepairBufs": 0,
  "ys.warnings.count": 0,
  "ioPinCount": 96,
  "crit_path_max_incr_delay_ns": 0.49,
  "ys_cells": 241,
  "synth_area_per_cell_sq_um": 7.237,
  "vias_per_cell": 4.905,
  "hold_class": "input port to primary output",
  "first_pass_iters": 4,
  "postLayoutCellArea_sq_um": 2781,
  "area_delta_synth_final_pct": 59.47,
  "fin_util_pct": 40.71,
  "die.size.y_microns": 104,
  "ff_count": 0,
  "rows": 30,
  "fp-utilization_pct": 25.53,
  "ys_area_sq_um": 1744,
  "wl_per_cell_microns": 13.94,
  "tns_ns": 0,
  "ys_types": 50,
  "netlist.area_leader.share_pct": 22.24,
  "cp-end-kind": "primary output",
  "warnings": 32,
  "overflow": 0,
  "drt_iter0_drc": 115,
  "top_cells_by_area": "ha_1 (22%), a21oi_1 (8.3%), a21o_1 (8.2%)",
  "holdBufCountCts": 0,
  "power_density_nw_per_um2": 47.98,
  "nClkBuffers": 0,
  "wl_microns": 5884,
  "hold_violations": 0,
  "slew_headroom_pct": 63.27,
  "worstSetupPathType": "input port to primary output",
  "critPathLaunchType": "input port",
  "post_cts_resized": 0,
  "die_x_microns": 104,
  "regArea_sq_um": 0,
  "critPathSlowestCell": "clkdlybuf4s50_1",
  "grt_usage_pct": 10.19
}
## final timing paths
| kind | from | end | slack [ns] | depth (start not counted) |
|---|---|---|---|---|
| min | b[0] | out[0] | 6.84 | 3 |
| max | a[0] | out[26] | 5.72 | 11 |
## final cells by class
type / count / area, sq um
multi-input combinational: 224 / 1678
fill: 728 / 4050
tap: 96 / 120.1
timing repair buffer: 96 / 960.9
inverter: 6 / 22.52
## layout by cell type, fill, tap and decap left out, types with 4 or more instances in the layout
cell and n:
clkdlybuf4s50_1 96, ha_1 31, a21oi_1 29, a21o_1 19, nand2_1 18, xor2_1 15
o21ai_0 13, xnor2_1 13, nor2_1 12, nand3_1 10, nand4_1 8, inv_1 6
o21bai_1 4, nor3_1 4
## report_power, final
part / leakage [uW] / switching [uW] / internal (uW)
clock: 0 / 0 / 0
combinational: 0.00118 / 53.2 / 80.3
sequential: 0 / 0 / 0
## kinds of logic (layout without fill, tap and decap cells)
| kind of cell | count (synthesis) | count (layout) | synth area share (%) |
|---|---|---|---|
| AOI/OAI and AO/OA | 97 | 97 | 39.31 |
| and+or+nand+nor | 65 | 65 | 18.29 |
| adders and majority gates | 32 | 32 | 23.39 |
| xor gates and xnor gates | 28 | 28 | 14.06 |
| buffers and inverters | 17 | 102 | 3.802 |
| muxes | 2 | 2 | 1.148 |
## cells in the mapped netlist, drive strengths merged (2+ instances only)
cell	number
o311ai	2
nand3	10
nand2b	2
a211oi	3
clkbuf	8
o21a	2
ha	31
o211ai	3
nand4	8
o221ai	2
buf	3
xor2	15
nor3	4
xnor2	13
nand2	18
a21oi	29
or2	3
nor2	12
a21o	19
o21ai	15
a311oi	3
o21bai	5
mux2i	2
inv	6
a31oi	3
## stage by stage
step / instances / total power (uW) / hold WS, ns / setup WS, ns
5_1_grt: 422 / 148.2 / 6.850 / 5.524
4_1_cts: 422 / 135.4 / 6.850 / 5.711
3_5_place_dp: 422 / 134.2 / 6.843 / 5.719
3_3_place_gp: 422 / 134.7 / 6.834 / 5.779
6_report: 422 / 133.5 / 6.838 / 5.722
2_1_floorplan: 241 / 64.06 / 5.872 / 6.875
## worst max-delay path: cells and delay by family
kind | cells | cell delay [ns]
compound gates | 5 | 1.17
xor+xnor | 1 | 0.16
fa+ha+maj | 2 | 0.64
buf+inv | 2 | 0.89
simple gates | 1 | 0.09
## metal layers
metal	up-vias	wire length (microns)	track usage [%]
li1	1087	-	-
met1	929	2966	14.38
met2	54	2614	16.62
met3	0	304	1.942
met4	0	0	0
met5	-	0	0
Power figures rest on the tool's default switching activity, not on a simulated workload.
